==> design.v <==
`timescale 1ns / 1ps
`timescale 1ns / 1ps
module Data_memory (
    input [12:0] address,
    output reg [127:0] data
);
    always @(*) begin
        case (address)
            13'd0:  data = {64'h4060000000000000, 64'hC060000000000000};  
            13'd1:  data = {64'h405EDD2F1A9FBE77, 64'hC05EDD2F1A9FBE77};  
            13'd2:  data = {64'h0000000000000001, 64'h0000000000000002};  
            13'd3:  data = {64'h7FF0000000000000, 64'hFFF0000000000000};  
            13'd4:  data = {64'h7FF8000000000000, 64'h7FF8000000000001};  
            13'd5:  data = {64'h0000000000000000, 64'h8000000000000000};  
            13'd6:  data = {64'h7FEFFFFFFFFFFFFF, 64'hFFEFFFFFFFFFFFFF};  
            13'd7:  data = {64'h0010000000000000, 64'h7FF0000000000000};  
            13'd8:  data = {64'h3FF0000000000000, 64'h4000000000000000};  
            13'd9:  data = {64'h4020000000000000, 64'h4030000000000000};  
            13'd10: data = {64'h3FD999999999999A, 64'h3FE0000000000000};  
            13'd11:data = {64'hDEADBEEFCAFEBABE, 64'hDEADBEEFCAFEBABE};  
            default: data = 128'h00000000000000000000000000000000;
        endcase
    end
endmodule
==> run.sh <==
#!/bin/bash
# OpenROAD 26Q1-2900-gdf79404cd8, Yosys 0.63+post, stock flow scripts
make -C /OpenROAD-flow-scripts/flow DESIGN_CONFIG=/design/flow/config.mk WORK_HOME=/design/flow/orfs finish
==> config.mk <==
export PLATFORM = sky130hd
export DESIGN_NAME = Data_memory
export DESIGN_NICKNAME = Data_memory
export VERILOG_FILES = /design/flow/design.v
export SDC_FILE = /design/flow/constraint.sdc
export NUM_CORES = 4
export LEC_CHECK = 1
export CORE_AREA = 10 10 72 72
export DIE_AREA = 0 0 82 82
==> constraint.sdc <==
current_design Data_memory

set clk_period 3.5
set clk_io_pct 0.2

create_clock -name clk0 -period $clk_period

set non_clock_inputs [all_inputs -no_clocks]
set_input_delay [expr $clk_period * $clk_io_pct] -clock clk0 $non_clock_inputs
set_output_delay [expr $clk_period * $clk_io_pct] -clock clk0 [all_outputs]
==> out/results.env <==
POST-SYNTH-TOP-AREA-FRACTION_PCT=59.1
YOSYSSEQAREASHARE_PCT=0
LAYOUT_STAGE_AREA_GROWTH_OVER_THE_SYNTHESIS_RESULT_PCT=70.9
SYNTH_TOP_CELL_BY_AREA='sky130_fd_sc_hd__buf_4'
CRIT_PATH_END_KIND='primary output'
NUM_ANTENNA_CELLS=0
TIMING.MAX_CAP.VIOLATIONS=0
MAX_FREQ_GHz=0.294
MOST_COMMON_LIBRARY_CELLS_AFTER_SYNTHESIS='101 x sky130_fd_sc_hd__buf_4, 18 x sky130_fd_sc_hd__a21oi_1, 11 x sky130_fd_sc_hd__nor2_1, 9 x sky130_fd_sc_hd__nand2b_1, 8 x sky130_fd_sc_hd__nand2_1'
HOLDWS_NS=2.40
MIN-DELAY-START='address[1]'
DIE_Y_UM=82
DPL.HPWL_UM=3740
FINALCLOCKPERIODUSAGE_PCT=97.2
REGISTER_AREA_UM2=0
ANTENNA_FOUND_INITIAL=0
SYN_AREA_PER_CELL_UM2=6.93
DETAIL-ROUTE-ANTENNA-NETS=0
ROUTED_VIA_DENSITY=4.36
WARNING_COUNT=37
YS_CHIP_AREA_UM2=1280
PATH_COMMON_CELL='sky130_fd_sc_hd__clkdlybuf4s50_1'
MIN_DELAY_PATH_DEPTH=7
CTS_HOLD_REPAIR.BUFFERS=0
CPMAXSTAGEDELAYCELL='sky130_fd_sc_hd__clkdlybuf4s50_1'
GLOBAL_ROUTE_WIRE_LENGTH_BEFORE_REPAIR_UM=6040
DIEWIDTH_UM=82
FINAL.FILL_COUNT=312
WORST_HOLD_PATH.ENDPOINT='data[53]'
TOPCELLSBYAREA='sky130_fd_sc_hd__buf_4 59%, sky130_fd_sc_hd__a21oi_1 7.0%, sky130_fd_sc_hd__ha_1 5.9%, sky130_fd_sc_hd__nand2b_1 4.4%, sky130_fd_sc_hd__a21o_1 3.5%'
DRT_DRC_VIOLATIONS_LEFT=0
TIMING.CRITICAL_PATH.FANOUT_MAX=18
SYNTHMUXAREASHARE_PCT=0
ROWS=22
CHIP_FOOTPRINT_UM2=6720
COMB_AREA_UM2=549
SYNTH.LOGIC.TOP_FAMILY='buffers and inverters'
INITIAL_UTILIZATION_PCT=34.8
TOTAL_LEAKAGE_POWER_nW=0.769
NUMPORTBUFFERS=141
POWER_PER_CELL_AREA_nW_PER_UM2=33.3
SLOWEST_DELAY_NS=0.53
AOI_SHARE_PCT=14.9
YS_SH_ADDER_PCT=5.85
DETAILROUTE.VIA_COUNT=1247
CP-STARTPOINT='address[2]'
SYNTH_UNIQUE_CELLS=23
WORST-SETUP-PATH-TYPE='in2out'
ROUTE.FINAL.WIRE_LENGTH_UM=4860
DRT_PRE_ANTENNA_ITERS=4
OVERFLOW=0
PROPORTION_OF_LAYOUT_CELLS_WITH_A_DRIVE_SUFFIX_ABOVE_1_PCT=14.3
SETUP.WORST_PATH.START_CLASS='input port'
YOSYSWARNINGCOUNT=1
TIMING.FINAL.WS_SETUP_NS=0.0994
FIN_CRIT_NS=3.40
SYNTH-XOR-AREA-SHARE_PCT=0
PLACE_CONGESTION=0.818
HOLDCRITPATHCLASS='in2out'
YOSYSCELLCOUNT=185
MAXSLEWVIOLCOUNT=0
SYN-INSTANCE-COUNT=185
SYNTH_TOP_CELL_BY_COUNT='sky130_fd_sc_hd__buf_4'
GRT_USE_TOTAL_PCT=10.9
IO_PINS=141
WORST_VDD_IR_V=0.0000182
SYN_AREA_UM2=1280
HOLD_VIOL=0
WIRE_PER_INST_UM=17.0
CRITPATHARRIVALTIME_NS=2.70
FINALPOWER_mW=0.0730
GRT_MAX_DEGREE=38
TIMING_WORST_SLEW_PIN_VALUE_NS=0.478
PLACE_WORST_SETUP_SLACK_NS=0.0453
WORST_SLEW_MARGIN_REL_PCT=68.0
CORE-AREA_UM2=3690
REQUIRED_NS=2.80
STATUS='finished clean'
SEQ_CELLS=0
CLOCK_BUFFER_COUNT=0
TIMING.CRITICAL_PATH.CELLS='clkdlybuf4s50_1, buf_4, nand2_1, a21o_4, a21oi_4, clkbuf_16, clkdlybuf4s50_1'
VIA_COUNT_OF_THE_FIRST_GLOBAL_ROUTING_PASS=1251
DRTITER0DRC=27
REPORT.FINAL.SETUP_VIOL=0
SYNTH_SIMPLE_GATE_AREA_SHARE_PCT=17.2
-- kinds of logic after synthesis --
group / count (synthesis)
AND-OR/OR-AND: 31
adder cells (fa/ha/maj): 6
buffers and inverters: 110
AND/OR/NAND/NOR: 38
-- how the worst max path moves through the flow --
| stage | cells past startpoint | to | slack [ns] |
|---|---|---|---|
| after CTS | 8 | data[101] | 0.04 |
| after global routing | 5 | data[117] | -0.04 |
| final | 7 | data[114] | 0.1 |
-- placed cells by master, fill, tap and decap left out --
cell type                         Yosys  final
sky130_fd_sc_hd__nand2_1              8      7
sky130_fd_sc_hd__nand3_2              0      2
sky130_fd_sc_hd__or2_2                1      1
sky130_fd_sc_hd__o21ai_0              2      2
sky130_fd_sc_hd__and2b_1              1      1
sky130_fd_sc_hd__a21o_4               0      1
sky130_fd_sc_hd__a211o_1              1      1
sky130_fd_sc_hd__inv_2                0      2
sky130_fd_sc_hd__buf_12               0      1
sky130_fd_sc_hd__nor3b_1              1      1
sky130_fd_sc_hd__nor4_4               1      1
sky130_fd_sc_hd__nand2b_1             9      9
sky130_fd_sc_hd__clkdlybuf4s50_1      0    140
sky130_fd_sc_hd__nor3_1               2      1
sky130_fd_sc_hd__nand2_2              0      1
sky130_fd_sc_hd__dlymetal6s2s_1       0      1
sky130_fd_sc_hd__ha_2                 0      1
sky130_fd_sc_hd__a21o_1               6      5
sky130_fd_sc_hd__nor2_1              11     11
sky130_fd_sc_hd__nand3_4              1      1
sky130_fd_sc_hd__nor3_2               0      1
sky130_fd_sc_hd__ha_1                 6      5
sky130_fd_sc_hd__a21oi_4              0      1
sky130_fd_sc_hd__buf_4              101     15
sky130_fd_sc_hd__nor4bb_1             1      1
sky130_fd_sc_hd__a2111oi_2            1      1
sky130_fd_sc_hd__o31ai_1              1      1
sky130_fd_sc_hd__a21oi_2              0      3
sky130_fd_sc_hd__a21oi_1             18     14
sky130_fd_sc_hd__a211oi_1             2      2
sky130_fd_sc_hd__nor2b_1              2      1
sky130_fd_sc_hd__inv_1                3      1
sky130_fd_sc_hd__nor2b_2              0      1
sky130_fd_sc_hd__clkbuf_16            0      1
-- repair_timing --
action | in CTS | in global routing
setup endpoints to repair | 0 | 86
buffers inserted | 0 | 2
resized | 0 | 12
-- report_power, final --
group,total [mW],internal [mW],switching (mW)
combinational,0.0730,0.0364,0.0366
clock,0,0,0
sequential,0,0,0
total,0.0730,0.0364,0.0366
-- per-layer routing --
layer | vias up | routed length, µm | global-route usage (%)
met3 | 0 | 859 | 7.27
li1 | 605 | - | -
met4 | 0 | 0 | 0
met2 | 92 | 2150 | 19.6
met1 | 550 | 1850 | 10.8
met5 | - | 0 | 0
-- layout make-up --
cell class                      count  area share, %
Inverter                            3          0.514
Multi-Input combinational cell     77           25.1
Tap cell                           48           2.74
Timing Repair Buffer              158           71.7
-- critical path: cells and delay by family --
kind	cells	cell delay [ns]
buffers and inverters	4	1.44
and+or+nand+nor	1	0.11
AOI/OAI and AO/OA	2	0.45
-- stage by stage --
step / setup TNS (ns) / instances / area, µm² / utilization (%)
after floorplan: 0 / 185 / 1290 / -
after global placement: 0 / 281 / 2090 / 56.7
after detailed placement: 0 / 281 / 2090 / 56.7
after CTS: 0 / 281 / 2090 / 56.7
after global routing: -0.0523 / 286 / 2190 / 59.4
final: 0 / 286 / 2190 / 59.4
