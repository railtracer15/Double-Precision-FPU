==> ./design.v <==
`timescale 1ns / 1ps
module Instruction_memory(
    input [7:0] address,     
    output reg [15:0] instr      
    );
    always @(*) begin
        case (address)
            8'd0:  instr = {13'd0, 1'b0, 2'b00};   
            8'd1:  instr = {13'd0, 1'b0, 2'b01};   
            8'd2:  instr = {13'd0, 1'b0, 2'b10};   
            8'd3:  instr = {13'd0, 1'b0, 2'b11};   
            8'd4:  instr = {13'd1, 1'b0, 2'b00};   
            8'd5:  instr = {13'd1, 1'b0, 2'b01};   
            8'd6:  instr = {13'd1, 1'b0, 2'b10};   
            8'd7:  instr = {13'd1, 1'b0, 2'b11};   
            8'd8:  instr = {13'd2, 1'b0, 2'b00};   
            8'd9:  instr = {13'd2, 1'b0, 2'b01};   
            8'd10: instr = {13'd2, 1'b0, 2'b10};   
            8'd11: instr = {13'd2, 1'b0, 2'b11};   
            8'd12: instr = {13'd3, 1'b0, 2'b00};   
            8'd13: instr = {13'd3, 1'b0, 2'b01};   
            8'd14: instr = {13'd3, 1'b0, 2'b10};   
            8'd15: instr = {13'd3, 1'b0, 2'b11};   
            8'd16: instr = {13'd4, 1'b0, 2'b00};   
            8'd17: instr = {13'd4, 1'b0, 2'b01};   
            8'd18: instr = {13'd4, 1'b0, 2'b10};   
            8'd19: instr = {13'd4, 1'b0, 2'b11};   
            8'd20: instr = {13'd5, 1'b0, 2'b00};   
            8'd21: instr = {13'd5, 1'b0, 2'b01};   
            8'd22: instr = {13'd5, 1'b0, 2'b10};   
            8'd23: instr = {13'd5, 1'b0, 2'b11};   
            8'd24: instr = {13'd6, 1'b0, 2'b00};   
            8'd25: instr = {13'd6, 1'b0, 2'b01};   
            8'd26: instr = {13'd6, 1'b0, 2'b10};   
            8'd27: instr = {13'd6, 1'b0, 2'b11};   
            8'd28: instr = {13'd7, 1'b0, 2'b00};   
            8'd29: instr = {13'd7, 1'b0, 2'b01};   
            8'd30: instr = {13'd7, 1'b0, 2'b10};   
            8'd31: instr = {13'd7, 1'b0, 2'b11};   
            8'd32: instr = {13'd8, 1'b0, 2'b00};   
            8'd33: instr = {13'd8, 1'b0, 2'b01};   
            8'd34: instr = {13'd8, 1'b0, 2'b10};   
            8'd35: instr = {13'd8, 1'b0, 2'b11};   
            8'd36: instr = {13'd9, 1'b0, 2'b00};   
            8'd37: instr = {13'd9, 1'b0, 2'b01};   
            8'd38: instr = {13'd9, 1'b0, 2'b10};   
            8'd39: instr = {13'd9, 1'b0, 2'b11};   
            8'd40: instr = {13'd10, 1'b0, 2'b00};  
            8'd41: instr = {13'd10, 1'b0, 2'b01};  
            8'd42: instr = {13'd10, 1'b0, 2'b10};  
            8'd43: instr = {13'd10, 1'b0, 2'b11};  
            default: instr = 16'b0000000000000000;  
        endcase
    end
endmodule
==> ./run.sh <==
#!/bin/bash
# OpenROAD 26Q1-2900-gdf79404cd8, Yosys 0.63+post, stock flow scripts
make -C /OpenROAD-flow-scripts/flow DESIGN_CONFIG=/design/flow/config.mk WORK_HOME=/design/flow/orfs finish
==> ./config.mk <==
export PLATFORM = sky130hd
export DESIGN_NAME = Instruction_memory
export DESIGN_NICKNAME = Instruction_memory
export VERILOG_FILES = /design/flow/design.v
export SDC_FILE = /design/flow/constraint.sdc
export NUM_CORES = 4
export LEC_CHECK = 1
export CORE_AREA = 10 10 70 70
export DIE_AREA = 0 0 80 80
==> ./constraint.sdc <==
current_design Instruction_memory

set clk_period 1.0
set clk_io_pct 0.2

create_clock -name clk0 -period $clk_period

set non_clock_inputs [all_inputs -no_clocks]
set_input_delay [expr $clk_period * $clk_io_pct] -clock clk0 $non_clock_inputs
set_output_delay [expr $clk_period * $clk_io_pct] -clock clk0 [all_outputs]
==> reports/metrics.yaml <==
diodes: 0
portBuffers: 14
yosysTopAreaCell: "buf_4"
yosysTopAreaCellShare_pct: 38.7
postSynthCellCount: 23
seq_cell_count: 0
vias: 179
route.detailed.drc: 0
min_period_ps: 1150
fp.dieW_um: 80
combGateArea_um2: 171
hp-start: "address[5]"
drt_iter0_drc: 5
fp_util_pct: 5.68
finalCritPeriodShare_pct: 115
slew_violations: 0
grt_pass1_vias: 201
top_cell: "buf_4"
place_congestion: 0.701
fillers: 406
wl_per_cell_um: 8.60
cp_slowest_cell: "a2111oi_4"
viasPerCell: 2.16
path_max_fanout: 3
grt_max_degree: 7
fin_setup_tns_ps: -374
fmax_ghz: 0.866
status: "finished with violations"
leakage_nw: 0.157
setup.worst_path.end: "instr[1]"
antenna_found_initial: 0
cts_hold_buf: 0
max_stage_delay_ps: 280
drive_gt1_share_pct: 54.1
cp_num_cells: 4
design.core.area_um2: 3420
path_class: "primary input to output pin"
crit_start: "address[3]"
start_kind: "primary input"
cp.arrival_ps: 950
syn_area_um2: 194
routed_wl_um: 714
violations: "negative setup slack"
cp_num_buf_inv: 2
rsz0062_at_grt: "yes"
grt_usage_pct: 2.01
ys_types: 9
syn2layout_area_growth_pct: 87.1
row_count: 21
grt_pass1_wl_mm: 1.04
path_delay_family: "AND-OR/OR-AND gates"
synth.avg_cell_area_um2: 8.43
max-cap-violations: 0
worst_ep_required_time_ps: 800
fin_ws_ps: -155
dr.pass1.iters: 2
synthTopCellsByArea: "buf_4 (39%), a2111oi_4 (28%), nor4b_1 (9.0%)"
hp-class: "primary input to output pin"
dp_hpwl_um: 628
power.density_nw_per_um2: 267
ys_cells: 23
ys_area_um2: 194
postPlaceCellArea_um2: 350
peakVddDrop_uv: 67.0
yosys_warnings: 1
final_cell_area_um2: 363
cp-end-kind: "output pin"
die-area_um2: 6400
ys_seq_share_pct: 0
nClkBuffers: 0
warnings: 34
cp_cell_sequence: "buf_6 > a21o_4 > a2111oi_4 > buf_2"
final_util_pct: 10.6
overflow: 0
io_pins: 24
chipHeight_um: 80
antenna_left: 0
finalSetupViolations: 3
hold_violations: 0
seqCellArea_um2: 0
==> repair_timing <==
item	4_1_cts	5_1_grt
pin swaps	7	0
setup endpoints to repair	6	4
resized	64	1
buffers inserted	1	0
cloned	0	0
==> cells in the final DEF, fill, tap and decap left out <==
master	netlist	layout
conb_1	1	10
buf_6	0	6
buf_2	0	5
dlygate4sd2_1	0	3
nor4b_2	0	2
o21ai_1	0	2
and3_1	2	2
inv_2	0	2
a2111oi_4	2	2
nor2_4	0	1
a21o_4	0	1
buf_4	10	1
==> through the flow <==
step | power (mW) | setup WS [ps] | instances | hold slack, ps
final | 0.0970 | -155 | 83 | 666
after global routing | 0.108 | -213 | 83 | 681
after CTS | 0.0986 | -172 | 83 | 681
after detailed placement | 0.0915 | -994 | 82 | 1360
after global placement | 0.0902 | -979 | 82 | 1360
after floorplan | 0.0505 | 64.0 | 32 | 414
==> how the worst min path moves through the flow <==
stage,slack [ps],depth (start not counted),to
4_1_cts,680,3,instr[5]
5_1_grt,680,3,instr[5]
6_report,670,3,instr[5]
==> cell type report <==
cell class,instances,area share (%)
Inverter,2,2.07
Tap cell,46,15.9
Timing Repair Buffer,15,34.8
Multi-Input combinational cell,20,47.2
==> report_power, final <==
part | switching [mW] | total [mW] | internal, mW
clock | 0 | 0 | 0
sequential | 0 | 0 | 0
combinational | 0.0432 | 0.0970 | 0.0538
total | 0.0432 | 0.0970 | 0.0538
==> cells by family after synthesis <==
logic type	count (synthesis)	synth area share, %
and+or+nand+nor	5	17.4
other	1	1.93
AOI/OAI and AO/OA	5	38.1
buffers and inverters	12	42.6
==> per-layer routing <==
layer	up-vias	track usage, %	share of wire (%)
met1	72	3.03	47
met3	0	1.59	20
li1	90	-	-
met4	0	0	0
met5	-	0	0
met2	17	2.17	33
Power and IR drop assume default switching activity.
