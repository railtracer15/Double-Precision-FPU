===== flow/design.v =====
`timescale 1ns / 1ps
module Program_counter(
    input clk, reset,
    output reg [7:0] pc
    );
    always @(posedge clk) begin
        if (reset)
            pc <= 8'b0000_0000;
        else
            pc <= pc + 8'b0000_0001;
    end
endmodule

===== flow/config.mk =====
export PLATFORM = sky130hd
export DESIGN_NAME = Program_counter
export DESIGN_NICKNAME = Program_counter
export VERILOG_FILES = /design/flow/design.v
export SDC_FILE = /design/flow/constraint.sdc
export NUM_CORES = 4
export LEC_CHECK = 1
export CORE_AREA = 10 10 70 70
export DIE_AREA = 0 0 80 80

===== flow/run.sh =====
#!/bin/bash
# OpenROAD 26Q1-2900-gdf79404cd8, Yosys 0.63+post, stock flow scripts
make -C /OpenROAD-flow-scripts/flow DESIGN_CONFIG=/design/flow/config.mk WORK_HOME=/design/flow/orfs finish

===== flow/constraint.sdc =====
current_design Program_counter

set clk_period 1.4
set clk_io_pct 0.2

create_clock -name clk0 -period $clk_period [get_ports {clk}]

set non_clock_inputs [all_inputs -no_clocks]
set_input_delay [expr $clk_period * $clk_io_pct] -clock clk0 $non_clock_inputs
set_output_delay [expr $clk_period * $clk_io_pct] -clock clk0 [all_outputs]

==> run summary <==
Quick summary of the implementation run below.

The flow ran to the end, and the final reports show no timing, DRC or antenna violations. The worst setup path is captured at an output port. According to the floorplan report, the total die area is 6400 µm². The highest net fanout along the worst path came out at 5.

In this run the critical path is formed by clkdlybuf4s50_1. The number of optimization iterations in the first detailed-route pass came out at 4. Hold repair after CTS inserted 0 buffers. The via count of the first global-routing pass is 293. The routability congestion estimate from global placement came out at 0.665. Per the final timing report, the hold violations number 0. At the later pin of the worst-skew pair, clock insertion delay measures between 0.2 and 0.3 ns. The total number of warnings across the stage logs came out at 25. The initial antenna violation count came out at 0. The number of CTS-inserted buffers came out at 3. The worst vdd rail ir drop is 455 µV. The clock tree skew after final layout came out at about 0.0046 ns. In this run the biggest area consumer among cell types represents a little over half of the synthesized area. The cell count in the Yosys report is 33. The cell area power density came out at 827 nW/µm². Setup repair after global routing left no endpoint under its margin.

The path type of the worst setup path is reg2out. The number of placement rows came out at 21. The number of buffers added on ports came out at 9.

Per the detail_route report, the via count comes to 289. The die boundary height is around 80 µm. The internal portion of the total power is around 340 µW. The final worst-path cycle share is 96.8%.

The layout overhead on the synthesized area came out at 73.7%. The cell area after layout came out at about 530 µm². The number of buffers and inverters on the critical path is 1. In the synthesized netlist, the number of instances is 33. The end point of the critical path is pc[0].

Among all stages on the critical path, the maximum delay recorded is between 0.4 and 0.5 ns. The depth of the CTS H-tree is 1. The cell area after placement came out at ~450 µm².

TritonCTS built the clock tree. The register share of total power came out at 54.0%. The slack of the worst reg-to-reg path is approximately 0.16 ns. According to the floorplan report, the die width is ~80 µm.

The final instance count without filler cells came out at about 93. The buffer levels on the longest clock path came out at 2. According to the I/O placement log, the pin count is 10. The total area of sequential cells came out at ~190 µm².

The proportion of layout cells with a drive suffix above 1 is roughly a third. The most common logic cells in the final layout are sky130_fd_sc_hd__dfxtp_4, sky130_fd_sc_hd__clkdlybuf4s50_1, sky130_fd_sc_hd__nor2_1, sky130_fd_sc_hd__dlymetal6s2s_1. The area used by multi-input combinational logic came out at around 140 µm². The first-pass GRT wire length is around 1300 µm. The maximum number of pins on one net before global-route repair is 9. The worst reg2reg path depth came out at 4. From the final report, the count of setup violators was given as 0. Across every metal layer, demand over resource in global routing totals roughly 2.7%. The synthesized design spends more area on one cell type than any other, namely sky130_fd_sc_hd__dfxtp_1. The count of final max-slew check failures came out at 0.

The routed wire length is roughly 810 µm. Grouping stages by cell kind, the critical path spends the most delay in buffers and inverters. Summed over all nets, the switching power comes to between 90 and 100 µW. The number of nets still failing antenna checks after routing came out at 0. The number of flip-flops in the largest register came out at 8. The registers of the reported paths see a clock transition of around 0.050 ns.

The number of sinks handled by clock tree synthesis came out at 8. The least setup slack across all paths after layout is around 0.045 ns. The critical path data required time is roughly 1.1 ns. Before placement the cells fill 8.90% of the core.

Yosys attributes the largest share of cell area to sky130_fd_sc_hd__dfxtp_1, sky130_fd_sc_hd__or3_1, sky130_fd_sc_hd__xnor2_1. The timing report shows that the slowest cell on the worst path is sky130_fd_sc_hd__clkdlybuf4s50_1. The sequential fraction of the synthesis area is 52.7%.

The total congestion overflow came out at 0. The arrival time of data at the worst endpoint is listed as 1.07 ns. For the worst reg-to-reg path, the endpoint reported by OpenROAD is pc[6]$_SDFF_PP0_. The max-capacitance violation count is 0.

The path class of the tightest hold or removal check is reg2reg. The buffer type at the clock tree root is sky130_fd_sc_hd__clkbuf_4. The switching share of power is 21.1%.

Ranked by flip-flop count, first place goes to pc. In this build the clock could be raised as far as 0.738 GHz. The actual slew at the worst max-slew pin is roughly 0.28 ns. In this run the number of cells on the critical path is 1.

In this run the standard cell core region covers 3420 µm². The aggregate negative setup slack came out at 0 ns. The worst setup path is launched from a register.

The leakage power summed over all cells came out at roughly 0.00024 µW. Per the log, the first TritonRoute iteration ended with a DRC count of 6. The post-route DRC violation count is 0. After synthesis, the mean cell area works out to around 9 µm². Headroom to the max-slew limit came out at approximately 81%. Logged for this run, the post-placement worst setup slack is ~0.12 ns. The worst path needs around 1.4 ns of the cycle, external delays included. The source of the critical timing path is pc[0]$_SDFF_PP0_. The routed design ends up with an antenna cell count of 0.

Among logic cells in the layout, the one with the most instances is sky130_fd_sc_hd__dfxtp_4. The registers reported with the highest flop counts are pc x8. The share of total power dissipated in combinational logic is under 10%. The count of distinct cell types in the synthesized netlist came out at 15. The post-placement cell count came out at roughly 87. The mean routed wirelength per cell is roughly 8.7 µm.

The count of fill cells added during filler insertion is 393. The worst flop-to-flop path startpoint is pc[0]$_SDFF_PP0_. The relative contribution of the clock network to total power is slightly below 40%.

In the synthesis report, Yosys lists the chip area as 304 µm². Per the synth log, the flip-flop and latch total comes to 8. The combined area of all synthesized cells is just over 300 µm². The via density per instance came out at a little over 3. The synthesis warning total came out at 1.
-- timing repair --
| item | in CTS | in global routing |
|---|---|---|
| buffers inserted | 0 | 3 |
| hold endpoints to repair | 0 | 0 |
| setup endpoints to repair | 6 | 8 |
| gates resized | 6 | 12 |
| gates cloned | 0 | 0 |
| pin swaps | 0 | 0 |
-- stage by stage --
stage	util, %	power, µW	hold slack (ns)
floorplan	-	258	0.426
global placement	13.1	277	0.450
detailed placement	13.1	278	0.462
CTS	14.0	450	0.444
global route	15.5	464	0.457
finish	15.5	437	0.441
-- power groups by stage --
stage | clock, µW | sequential [µW] | combinational (µW)
global route | 194 | 237 | 32.9
CTS | 175 | 244 | 30.4
finish | 173 | 236 | 27.9
-- cell type report --
type	instances	area share, %
Tap cell	46	10.9
Clock buffer	3	4.27
Timing Repair Buffer	12	23.2
Sequential cell	8	35.1
Multi-Input combinational cell	23	25.8
Inverter	1	0.711
-- Yosys cell counts, drive strengths merged --
| cell | number |
|---|---|
| dfxtp | 8 |
| nor2 | 4 |
| a21oi | 3 |
| o21ai | 3 |
| or3 | 3 |
| nand3 | 2 |
| xnor2 | 2 |
| and3 | 1 |
| clkbuf | 1 |
| ha | 1 |
| inv | 1 |
| nand2 | 1 |
| nand4 | 1 |
| nor2b | 1 |
| xor2 | 1 |
-- layer usage --
metal / wire length [µm] / share of wire, % / vias to the layer above / track usage, %
met2: 274 / 34 / 14 / 3.29
met4: 0 / 0 / 0 / 0
met5: 0 / 0 / - / 0
li1: - / - / 144 / -
met1: 440 / 54 / 131 / 3.50
met3: 94 / 12 / 0 / 2.39
-- how the worst min path moves through the flow --
stage | start | to | slack, ns | cells after the start
4_1_cts | pc[0]$_SDFF_PP0_ | pc[0]$_SDFF_PP0_ | 0.44 | 1
5_1_grt | pc[0]$_SDFF_PP0_ | pc[0]$_SDFF_PP0_ | 0.46 | 1
6_report | pc[0]$_SDFF_PP0_ | pc[0]$_SDFF_PP0_ | 0.44 | 1
-- cells by family (layout without fill, tap and decap cells) --
kind of cell / count (synthesis) / in the layout / share of synthesized area (%)
AND-OR/OR-AND: 6 / 6 / 9.87
XOR/XNOR: 3 / 3 / 8.64
flip-flops: 8 / 8 / 52.7
AND/OR/NAND/NOR: 13 / 13 / 22.2
adder cells (fa/ha/maj): 1 / 1 / 4.11
buffers and inverters: 2 / 16 / 2.47
Power and IR drop assume default switching activity.
